==> design.v <==
module control_unit(op_code, func, reg_dst, branch, mem_read, mem_to_reg, alu_op, mem_write, alu_src, reg_write);
input [5:0] op_code, func;
output [5:0] alu_op;
output reg reg_dst, branch, mem_read, mem_to_reg, mem_write, alu_src, reg_write;
assign alu_op=op_code;
always@(*)
begin
    if(op_code!=6'd0 && op_code!=6'd11)
    begin
        if(op_code==6'd41 || (op_code>=6'd48 && op_code<=6'd54))
        begin
            reg_dst<=1'd0;
        end
        else
        begin
            reg_dst<=1'd1;
        end
    end
    else
    begin
        reg_dst<=1'd0;
    end
    if(op_code==6'd41 || (op_code>=6'd48 && op_code<=6'd54))
    begin
        branch<=1'd1;
    end
    else
    begin
        branch<=1'd0;
    end
    if(op_code==6'd35)
    begin
        mem_read<=1'd1;
    end
    else
    begin
        mem_read<=1'd0;
    end
    if(op_code==6'd35)
    begin
        mem_to_reg<=1'd1;
    end
    else
    begin
        mem_to_reg<=1'd0;
    end
    if(op_code==6'd43)
    begin
        mem_write<=1'd1;
    end
    else
    begin
        mem_write<=1'd0;
    end
    if((op_code==6'd0 && func==6'd0) || (op_code==6'd0 && func==6'd2) || (op_code==6'd0 && func==6'd3) || (op_code==6'd0 && func==6'd4) || op_code==6'd12 || op_code==6'd10 || op_code==6'd8 || op_code==6'd9 || op_code==6'd13 || op_code==6'd14 || op_code==6'd15 || op_code==6'd35 || op_code==6'd36 || op_code==6'd43)
    begin
        alu_src<=1'd1;
    end
    else
    begin
        alu_src<=1'd0;
    end
    if(op_code==6'd1 || op_code==6'd3 || op_code==6'd43 || (op_code==6'd41 || (op_code>=6'd48 && op_code<=6'd54)) || (op_code==6'd0 && func==6'd24) || (op_code==6'd0 && func==6'd25) || (op_code==6'd0 && func==6'd26))
    begin
        reg_write<=1'd0;
    end
    else
    begin
        reg_write<=1'd1;
    end
end
endmodule
==> run.sh <==
#!/bin/bash
# OpenROAD 26Q1-2900-gdf79404cd8, Yosys 0.63+post, stock flow scripts
make -C /OpenROAD-flow-scripts/flow DESIGN_CONFIG=/design/flow/config.mk WORK_HOME=/design/flow/orfs finish
==> config.mk <==
export PLATFORM = sky130hd
export DESIGN_NAME = control_unit
export DESIGN_NICKNAME = control_unit
export VERILOG_FILES = /design/flow/design.v
export SDC_FILE = /design/flow/constraint.sdc
export NUM_CORES = 4
export LEC_CHECK = 1
export CORE_AREA = 10 10 70 70
export DIE_AREA = 0 0 80 80
==> constraint.sdc <==
current_design control_unit

set clk_period 2.2
set clk_io_pct 0.2

create_clock -name clk0 -period $clk_period

set non_clock_inputs [all_inputs -no_clocks]
set_input_delay [expr $clk_period * $clk_io_pct] -clock clk0 $non_clock_inputs
set_output_delay [expr $clk_period * $clk_io_pct] -clock clk0 [all_outputs]
==> results.cfg <==
; implementation run metrics
[worst_setup_path]
crit_path_max_fanout = 2
timing.setup.critical_path_class = input port to output port
critical_path_arrival_ps = 1700
timing.critical_path.cells = buf_2 -> buf_6 -> nand3_2 -> or3_4 -> nor2_4 -> clkdlybuf4s50_1
timing.critical_path.required_ps = 1760
critPathBufInv = 3
worstSetupStartpointType = input port
end_kind = output port
critPathTopFamily = buffers and inverters
slowest_delay_ps = 460
cpMaxStageDelayCell = sky130_fd_sc_hd__clkdlybuf4s50_1

[die]
core_utilization_at_floorplan_pct = 8.53
core_area_sq_um = 3420
num_rows = 21
floorplan.die_area_sq_um = 6400
die_ht_um = 80
chipWidth_um = 80
io_pins = 25

[logic_synthesis]
synth-simple-area-share_pct = 39.9
synth.top_cells.by_area = sky130_fd_sc_hd__buf_4, sky130_fd_sc_hd__a21oi_1, sky130_fd_sc_hd__a31oi_1
synth_warnings = 1
synth_top_area_share_pct = 20.6
synth.cell_area_sq_um = 292
synthesis.instances = 45
synthTopCellsByCount = sky130_fd_sc_hd__buf_4, sky130_fd_sc_hd__a21oi_1, sky130_fd_sc_hd__a31oi_1, sky130_fd_sc_hd__nand2_1, sky130_fd_sc_hd__nor2b_1
synth_cell_types = 24
yosys.cell_count.top_type = sky130_fd_sc_hd__buf_4
post_synth_main_logic_family = simple AND/OR/NAND/NOR gates
postSynthAreaPerCell_sq_um = 6.48
yosysChipArea_sq_um = 292
aoi_share_pct = 29.2
post_synth_fa_ha_maj_area_fraction_pct = 0
synth_xor_xnor_area_share_pct = 0
ys_cells = 45
yosysTopAreaCell = sky130_fd_sc_hd__buf_4
synth_seq_share_pct = 0
synth.mux.area_fraction_pct = 3.86

[final_layout]
final_cells = 123
layout.core_utilization_pct = 19.5
clock_buffer_count_in_the_final_layout = 0
numSequentialCells = 0
area_delta_synth_final_pct = 128
sequential_cell_area_sq_um = 0
layout.filler_cells = 378
final_layout_size_suffix_gt1_share_pct = 48.1

[route]
remaining_drc_errors = 0
route.detailed.wl_per_inst_um = 11.6
insertedDiodeCount = 0
vias_per_cell = 3.67
drt_pass1_iterations = 4
postRouteWirelength_um = 1430
detail-route-antenna-nets = 0
vias = 452
number_of_drc_markers_after_the_initial_detailed_route_iteration = 31

[placement]
port_buffers = 25
placed_wire_length_estimate_um = 1090
globalplace.congestion = 0.778
place_inst = 118

[status]
status = complete, no violations

[global_routing]
grt_remaining_overflow = 0
gr-usage-all-layers_pct = 3.93
first_pass_grt_wire_length_um = 2110
grt_max_degree = 8
initial_antenna_violation_count = 0
first_global_vias = 458

[pwr]
peakVddDrop_mv = 0.0285
powerDensity_nw_per_um2 = 144
static-leakage-power_nw = 0.315
switching_share_pct = 39.6
power.internal_mw = 0.0581
power.share.sequential_pct = 0
comb_power_share_pct = 100.0
relative_contribution_of_the_clock_network_to_total_power_pct = 0
sw_pwr_mw = 0.0381

[timing]
min_period_ps = 2140
rsz0062_at_grt = no
max_clock_freq_ghz = 0.468
finalMaxSlewViolations = 0
max_slew.worst_pin.slew_ps = 288
final.period_utilization_pct = 97.1
final_hold_violation_count = 0
timing.hold.ws_ps = 1280
timing.slew.headroom_pct = 80.7
setup-violations-final = 0
setup_total_negative_slack_ps = 0

[hold_path]
worst_hold_path_type = input port to output port

[job]
openroad.warnings = 33
drv_cap = 0
[cells in the final DEF (no fill, tap or decap)]
cell,Yosys,final
sky130_fd_sc_hd__buf_4,8,14
sky130_fd_sc_hd__a21oi_1,4,4
sky130_fd_sc_hd__nor2_4,0,1
sky130_fd_sc_hd__a31oi_1,3,3
sky130_fd_sc_hd__or4_4,0,1
sky130_fd_sc_hd__a41o_2,1,1
sky130_fd_sc_hd__nand3_1,2,1
sky130_fd_sc_hd__inv_1,1,1
sky130_fd_sc_hd__nand3b_1,1,1
sky130_fd_sc_hd__buf_2,0,5
sky130_fd_sc_hd__o21ai_0,2,1
sky130_fd_sc_hd__dlygate4sd2_1,0,2
sky130_fd_sc_hd__and2_1,1,1
sky130_fd_sc_hd__clkdlybuf4s50_1,0,10
sky130_fd_sc_hd__dlymetal6s2s_1,0,5
sky130_fd_sc_hd__nor2b_1,3,3
sky130_fd_sc_hd__nor2_2,1,2
sky130_fd_sc_hd__clkbuf_2,0,2
sky130_fd_sc_hd__a2111oi_2,0,1
sky130_fd_sc_hd__mux2_2,1,1
sky130_fd_sc_hd__o221a_2,1,1
sky130_fd_sc_hd__nand3_2,0,1
sky130_fd_sc_hd__or4_1,2,1
sky130_fd_sc_hd__nor3_2,1,1
sky130_fd_sc_hd__nor3_1,1,1
sky130_fd_sc_hd__nand4_1,1,1
sky130_fd_sc_hd__nand2_1,3,3
sky130_fd_sc_hd__clkdlybuf4s15_2,0,1
sky130_fd_sc_hd__or3_1,2,1
sky130_fd_sc_hd__o21ai_2,0,1
sky130_fd_sc_hd__buf_6,1,2
sky130_fd_sc_hd__o21ai_1,1,1
sky130_fd_sc_hd__inv_2,1,1
sky130_fd_sc_hd__or3_4,0,1
[per-layer routing]
layer / up-vias / share of wire (%) / GRT usage, %
li1: 225 / - / -
met1: 210 / 42 / 4.81
met2: 17 / 47 / 6.98
met3: 0 / 10 / 1.14
met4: 0 / 0 / 0
met5: - / 0 / 0
[layout make-up]
class                           instances  area [sq um]  share of cell area [%]
Inverter                                2          7.51                    1.13
Multi-Input combinational cell         34           246                    37.0
Tap cell                               46          57.6                    8.65
Timing Repair Buffer                   41           354                    53.2
[power by group through the flow]
stage,logic [mW],clock network [mW],registers [mW]
finish,0.0962,0,0
global route,0.107,0,0
CTS,0.0990,0,0
[logic make-up after synthesis]
kind of cell | after synthesis
buffers and inverters | 11
muxes | 1
and+or+nand+nor | 20
AOI/OAI and AO/OA | 13
[worst paths after layout]
check	depth (start not counted)	slack, ps	from	end
worst max-delay path	6	60	op_code[1]	mem_to_reg
worst min-delay path	4	1280	op_code[4]	alu_src
[stage by stage]
| stage | power (mW) | instance area, sq um | setup WS (ps) |
|---|---|---|---|
| 6_report | 0.0962 | 666 | 63.1 |
| 3_5_place_dp | 0.0935 | 611 | -539 |
| 2_1_floorplan | 0.0327 | 292 | 447 |
| 4_1_cts | 0.0990 | 663 | -88.1 |
| 3_3_place_gp | 0.0933 | 611 | -527 |
| 5_1_grt | 0.107 | 666 | 6.80 |
[what timing repair did]
action,in CTS,in global routing
resized,32,17
hold buffers,0,0
setup endpoints to repair,7,7
setup buffers,5,1
pin swaps,3,11
Power and IR drop assume default switching activity.
