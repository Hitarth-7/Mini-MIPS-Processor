==> run.sh <==
#!/bin/bash
# OpenROAD 26Q1-2900-gdf79404cd8, Yosys 0.63+post, stock flow scripts
make -C /OpenROAD-flow-scripts/flow DESIGN_CONFIG=/design/flow/config.mk WORK_HOME=/design/flow/orfs finish
==> config.mk <==
export PLATFORM = sky130hd
export DESIGN_NAME = fp_add
export DESIGN_NICKNAME = fp_add
export VERILOG_FILES = /design/flow/design.v
export SDC_FILE = /design/flow/constraint.sdc
export NUM_CORES = 4
export LEC_CHECK = 1
export CORE_UTILIZATION = 40
==> constraint.sdc <==
current_design fp_add

set clk_period 54.2
set clk_io_pct 0.2

create_clock -name clk0 -period $clk_period

set non_clock_inputs [all_inputs -no_clocks]
set_input_delay [expr $clk_period * $clk_io_pct] -clock clk0 $non_clock_inputs
set_output_delay [expr $clk_period * $clk_io_pct] -clock clk0 [all_outputs]
==> design.v <==
module fp_add (
    input fwe, input wire [31:0] inp1 , input [31:0] inp2 , output reg[31:0] out
);
    reg signa , signb;
    reg [7:0] exponenta, exponentb ;
    reg [7:0] diff;
  reg [24:0] ruffa , ruffb;
  reg[24:0] ans;
  reg[24:0] manta, mantb ;
    always @(fwe) begin
        signa = inp1[31]; signb = inp2[31];
        exponenta = inp1[31:23]; exponentb = inp2[31:23];
      manta = {2'b1, inp1[22:0]}; mantb = {2'b1, inp2[22:0]};
        if(signa == signb) begin
            if(exponenta > exponentb) begin
                diff = exponenta - exponentb;
                ruffb = mantb >> diff;
                ans = ruffb + manta;
              if(ans[24] == 1) begin
                    ans = ans >> 1;
                    exponenta = exponenta + 1;
                end
                else begin
                    ans = ans;
                end
                out = {signa , exponenta , ans[22:0]};
            end
            else begin
                diff = exponentb - exponenta;
                ruffa = manta >> diff;
                ans = ruffa + mantb;
              if(ans[24] == 1) begin
                    ans = ans >> 1;
                    exponentb = exponentb + 1;
                end
                else begin
                    ans = ans;
                end
                out = {signb, exponentb , ans[22:0]};
            end
        end
        else begin
            if(inp1[30:0] > inp2[30:0]) begin
                diff = exponenta - exponentb;
                ruffb = mantb >> diff;
                manta = manta - ruffb;
              if(manta[22] == 1) begin
                exponenta = exponenta - 1;
                manta = manta << 1;
              end
              else if(manta[21] == 1) begin
                exponenta = exponenta - 2;
                manta = manta << 2;
              end
              else if(manta[20] == 1) begin
                exponenta = exponenta - 3;
                manta = manta << 3;
              end
              else if(manta[19] == 1) begin
                exponenta = exponenta - 4;
                manta = manta << 4;
              end
              else if(manta[18] == 1) begin
                exponenta = exponenta - 5;
                manta = manta << 5;
              end
              else if(manta[17] == 1) begin
                exponenta = exponenta - 6;
                manta = manta << 6;
              end
              else if(manta[16] == 1) begin
                exponenta = exponenta - 7;
                manta = manta << 7;
              end
              else if(manta[15] == 1) begin
                exponenta = exponenta - 8;
                manta = manta << 8;
              end
              else if(manta[14] == 1) begin
                exponenta = exponenta - 9;
                manta = manta << 9;
              end
              else if(manta[13] == 1) begin
                exponenta = exponenta - 10;
                manta = manta << 10;
              end
              else if(manta[12] == 1) begin
                exponenta = exponenta - 11;
                manta = manta << 11;
              end
              else if(manta[11] == 1) begin
                exponenta = exponenta - 12;
                manta = manta << 12;
              end
              else if(manta[10] == 1) begin
                exponenta = exponenta - 13;
                manta = manta << 13;
              end
              else if(manta[9] == 1) begin
                exponenta = exponenta - 14;
                manta = manta << 14;
              end
              else if(manta[8] == 1) begin
                exponenta = exponenta - 15;
                manta = manta << 15;
              end
              else if(manta[7] == 1) begin
                exponenta = exponenta - 16;
                manta = manta << 16;
              end
              else if(manta[6] == 1) begin
                exponenta = exponenta - 17;
                manta = manta << 17;
              end
              else if(manta[5] == 1) begin
                exponenta = exponenta - 18;
                manta = manta << 18;
              end
              else if(manta[4] == 1) begin
                exponenta = exponenta - 19;
                manta = manta << 19;
              end
              else if(manta[3] == 1) begin
                exponenta = exponenta - 20;
                manta = manta << 20;
              end
              else if(manta[2] == 1) begin
                exponenta = exponenta - 21;
                manta = manta << 21;
              end
              else if(manta[1] == 1) begin
                exponenta = exponenta - 22;
                manta = manta << 22;
              end
              else if(manta[0] == 1) begin
                exponenta = exponenta - 23;
                manta = manta << 23;
              end
              else begin
                exponenta = exponenta;
                manta = manta;
              end
              out = {signa , exponenta , manta[22:0]};
            end
            else begin
                diff = exponentb - exponenta;
                ruffb = manta >> diff;
                manta = mantb - ruffb;
                exponenta = exponentb;
                if(manta[22] == 1) begin
                exponenta = exponenta - 1;
                manta = manta << 1;
              end
              else if(manta[21] == 1) begin
                exponenta = exponenta - 2;
                manta = manta << 2;
              end
              else if(manta[20] == 1) begin
                exponenta = exponenta - 3;
                manta = manta << 3;
              end
              else if(manta[19] == 1) begin
                exponenta = exponenta - 4;
                manta = manta << 4;
              end
              else if(manta[18] == 1) begin
                exponenta = exponenta - 5;
                manta = manta << 5;
              end
              else if(manta[17] == 1) begin
                exponenta = exponenta - 6;
                manta = manta << 6;
              end
              else if(manta[16] == 1) begin
                exponenta = exponenta - 7;
                manta = manta << 7;
              end
              else if(manta[15] == 1) begin
                exponenta = exponenta - 8;
                manta = manta << 8;
              end
              else if(manta[14] == 1) begin
                exponenta = exponenta - 9;
                manta = manta << 9;
              end
              else if(manta[13] == 1) begin
                exponenta = exponenta - 10;
                manta = manta << 10;
              end
              else if(manta[12] == 1) begin
                exponenta = exponenta - 11;
                manta = manta << 11;
              end
              else if(manta[11] == 1) begin
                exponenta = exponenta - 12;
                manta = manta << 12;
              end
              else if(manta[10] == 1) begin
                exponenta = exponenta - 13;
                manta = manta << 13;
              end
              else if(manta[9] == 1) begin
                exponenta = exponenta - 14;
                manta = manta << 14;
              end
              else if(manta[8] == 1) begin
                exponenta = exponenta - 15;
                manta = manta << 15;
              end
              else if(manta[7] == 1) begin
                exponenta = exponenta - 16;
                manta = manta << 16;
              end
              else if(manta[6] == 1) begin
                exponenta = exponenta - 17;
                manta = manta << 17;
              end
              else if(manta[5] == 1) begin
                exponenta = exponenta - 18;
                manta = manta << 18;
              end
              else if(manta[4] == 1) begin
                exponenta = exponenta - 19;
                manta = manta << 19;
              end
              else if(manta[3] == 1) begin
                exponenta = exponenta - 20;
                manta = manta << 20;
              end
              else if(manta[2] == 1) begin
                exponenta = exponenta - 21;
                manta = manta << 21;
              end
              else if(manta[1] == 1) begin
                exponenta = exponenta - 22;
                manta = manta << 22;
              end
              else if(manta[0] == 1) begin
                exponenta = exponenta - 23;
                manta = manta << 23;
              end
              else begin
                exponenta = exponenta;
                manta = manta;
              end
                out = {signb , exponenta , manta[22:0]};
            end
        end
    end
endmodule
==> impl_metrics.env <==
# source this file to load flow results
export IMPL_fp_dieH_um=223
export IMPL_design_seq_count=0
export IMPL_grt_pass1_wl_mm=156
export IMPL_ys_chip_area_sq_mm=0.0196
export IMPL_total_power_uw=651
export IMPL_grt_max_degree=45
export IMPL_crit_fanout=33
export IMPL_fp_util=0.408
export IMPL_routed_wl_mm=107
export IMPL_hold_viol=0
export IMPL_crit_path_max_incr_delay_ns=0.79
export IMPL_cpMaxStageDelayCell="nor2_1"
export IMPL_fa_ha_area_frac=0.118
export IMPL_vias_per_cell=7.17
export IMPL_power_density_mw_per_mm2=30.6
export IMPL_crit_top_cell="buf_4"
export IMPL_worstPathArrival_ns=22.63
export IMPL_endpoint_kind="output pin"
export IMPL_ys_cells=3129
export IMPL_grt_overflow_total=0
export IMPL_min_period_ns=33.47
export IMPL_post_cts_buffers=0
export IMPL_nClkBuffers=0
export IMPL_cts_resized=0
export IMPL_p_int_uw=204
export IMPL_switchingPower_uw=447
export IMPL_io_pin_count=97
export IMPL_critPathKind="input port to output pin"
export IMPL_worst_pin_slew_ns=1.11
export IMPL_clock_fmax_mhz=29.9
export IMPL_dieArea_sq_mm=0.0499
export IMPL_vdd_drop_max_uv=19.5
export IMPL_required_ns=43.36
export IMPL_area_leaders="ha_1, o21ai_0, a21oi_1"
export IMPL_slew_viol_final=0
export IMPL_slew_headroom=0.254
export IMPL_ant_nets=0
export IMPL_setup_tns_ns=0
export IMPL_rows=80
export IMPL_hold_buffers=0
export IMPL_post_synth_ao_oa_area_fraction=0.429
export IMPL_top_logic_kind="AND-OR/OR-AND gates"
export IMPL_hpwlAfterDp_mm=80.0
export IMPL_xor_share=0.0612
export IMPL_status="complete, no violations"
export IMPL_syn2layout_area_growth_pct=8.69
export IMPL_finalCritPeriodShare=0.618
export IMPL_start_kind="input port"
export IMPL_ys_seq_share=0
export IMPL_switching_share=0.687
export IMPL_dpl_worst_slack_ns=21.15
export IMPL_leakagePower_uw=0.00801
export IMPL_core_area_sq_mm=0.0480
export IMPL_yosysTopAreaCellShare=0.112
export IMPL_dp_cells=3664
export IMPL_endpoint="out[22]"
export IMPL_drc=0
export IMPL_openroad_warnings=121
export IMPL_grt_pass1_vias=23015
export IMPL_syn_area_sq_mm=0.0196
export IMPL_post_synth_inst_count=3129
export IMPL_place_congestion=1.07
export IMPL_grt_antenna_before_repair=2
export IMPL_hold_class="input port to output pin"
export IMPL_postSynthAreaPerCell_sq_um=6.26
export IMPL_portBuffers=96
export IMPL_drive_above_1_share=0.0689
export IMPL_regArea_sq_um=0
export IMPL_simple_gate_share=0.252
export IMPL_netlist_cell_type_count=97
export IMPL_rsz0062_at_grt="false"
export IMPL_post_synth_mux_area_share=0.0573
export IMPL_grtUsageTotal=0.420
export IMPL_num_vias=26282
export IMPL_drtIter0Drc=4607
export IMPL_layout_cells_non_filler=3665
export IMPL_die_w_um=223
export IMPL_wire_per_inst_um=29.2
export IMPL_yosysWarnings=1
export IMPL_drtPass1Iterations=9
export IMPL_worst_slack_ns=20.73
export IMPL_startpoint="inp1[27]"
export IMPL_finalSetupViolCount=0
export IMPL_max_cap_violations=0
export IMPL_top_area_cell="ha_1"
## synth_stat cells (35+ instances only)
cell / count
nand2_1: 325
clkbuf_1: 263
o21ai_0: 259
nor2_1: 255
a21oi_1: 254
ha_1: 175
xnor2_1: 116
inv_1: 115
nor3_1: 109
nand3_1: 108
mux2i_1: 97
a31oi_1: 79
o211ai_1: 77
a211oi_1: 69
a221oi_1: 51
o221ai_1: 45
o311ai_0: 43
a21o_1: 35
o31ai_1: 35
## cells in the final DEF (no fill, tap or decap), types with 97 or more instances in the layout
cell type,netlist,routed
mux2i_1,97,97
xnor2_1,116,104
nor2_1,255,253
inv_1,115,115
buf_4,3,127
nand3_1,108,108
nand2_1,325,325
o21ai_0,259,259
nor3_1,109,106
a21oi_1,254,254
ha_1,175,175
## through the flow
stage          hold WS, ns   util  cell area (sq um)
6_report             22.70  0.443              21300
5_1_grt              22.74  0.443              21300
4_1_cts              22.70  0.443              21300
3_5_place_dp         22.69  0.443              21300
3_3_place_gp         22.67  0.443              21300
2_1_floorplan        21.73      -              19600
## how the worst min path moves through the flow
stage     slack [ns]  cells after the start      end      from
6_report       22.70                      4  out[31]  inp2[31]
4_1_cts        22.70                      4  out[31]  inp1[31]
5_1_grt        22.74                      4  out[31]  inp2[31]
## power by group through the flow
stage         Clock, uW  Sequential [uW]  Combinational (uW)
CTS                   0                0                 619
global route          0                0                 681
## final cells by class
class                      count  area [sq um]
antenna                        1          2.50
fill                        4933         26700
inverter                     122           458
multi-input combinational   2704         18200
tap                          615           769
timing repair buffer         223          1910
## layer usage
metal | GRT usage | share of wire | vias up
li1 | - | - | 11729
met1 | 0.607 | 0.42 | 12155
met2 | 0.608 | 0.41 | 2065
met3 | 0.0939 | 0.12 | 333
met4 | 0.158 | 0.052 | 0
met5 | 0 | 0 | -
## cell families after synthesis
| family | count (synthesis) |
|---|---|
| muxes | 106 |
| AOI/OAI and AO/OA | 1236 |
| adders and majority gates | 181 |
| buffers and inverters | 425 |
| and+or+nand+nor | 1045 |
| xor gates and xnor gates | 136 |
## worst max-delay path, delay by kind of cell
family,cells,cell delay (ns)
AND-OR/OR-AND,14,3.51
AND/OR/NAND/NOR,9,3.94
adder cells (fa/ha/maj),3,1.21
buffers and inverters,10,3.04
Power figures rest on the tool's default switching activity, not on a simulated workload.
