## flow/run.sh

```bash
#!/bin/bash
# OpenROAD 26Q1-2900-gdf79404cd8, Yosys 0.63+post, stock flow scripts
make -C /OpenROAD-flow-scripts/flow DESIGN_CONFIG=/design/flow/config.mk WORK_HOME=/design/flow/orfs finish
```

## flow/config.mk

```make
export PLATFORM = sky130hd
export DESIGN_NAME = mux2to1
export DESIGN_NICKNAME = mux2to1
export VERILOG_FILES = /design/flow/design.v
export SDC_FILE = /design/flow/constraint.sdc
export NUM_CORES = 4
export LEC_CHECK = 1
export CORE_AREA = 10 10 70 70
export DIE_AREA = 0 0 80 80
```

## flow/constraint.sdc

```tcl
current_design mux2to1

set clk_period 1.0
set clk_io_pct 0.2

create_clock -name clk0 -period $clk_period

set non_clock_inputs [all_inputs -no_clocks]
set_input_delay [expr $clk_period * $clk_io_pct] -clock clk0 $non_clock_inputs
set_output_delay [expr $clk_period * $clk_io_pct] -clock clk0 [all_outputs]
```

## flow/design.v

```verilog
module mux2to1 (sel, datain1, datain2, dataout);
input sel;
input [31:0] datain1;
input [31:0] datain2;
output reg [31:0] dataout;
always@(*)
begin
   if(sel==1'd0)
   begin
        dataout<=datain1;
   end
   else
   begin
        dataout<=datain2;
   end
end
endmodule
```

==> flow_metrics.env <==
# physical design summary
export IMPL_floorplan_core_util_pct=15.9
export IMPL_critPathLaunchType="primary input"
export IMPL_use_met3_pct=3.07
export IMPL_netlist_top_cells_count="sky130_fd_sc_hd__mux2_4, sky130_fd_sc_hd__buf_12, sky130_fd_sc_hd__mux2_2"
export IMPL_maxSlewViolCount=0
export IMPL_maxCapViolCount=0
export IMPL_avgRoutedWirePerCell_um=14.8
export IMPL_multiInputGateArea_um2=480
export IMPL_place_inst=177
export IMPL_grt_pass1_wl_um=4150
export IMPL_dp_slack_ps=-497
export IMPL_timing_max_slew_rel_slack_pct=95.9
export IMPL_grt_antenna_before_repair=0
export IMPL_drt_total_wl_um=2850
export IMPL_finalCritPeriodShare_pct=118
export IMPL_final_hold_worst_slack_ps=694
export IMPL_ir_drop_mv=0.173
export IMPL_drive_gt1_share_pct=56.2
export IMPL_worstMarginPinSlew_ps=61.1
export IMPL_sequential_cell_area_um2=0
export IMPL_grt_overflow=0
export IMPL_drt_pre_antenna_iters=2
export IMPL_first_iter_violations=4
export IMPL_topCellsByArea="sky130_fd_sc_hd__mux2_4, sky130_fd_sc_hd__buf_12, sky130_fd_sc_hd__mux2_2"
export IMPL_route_antenna_remaining_nets=0
export IMPL_synth_cells_yosys=36
export IMPL_most_common_cell="sky130_fd_sc_hd__mux2_4"
export IMPL_yosys_stat_chipArea_um2=544
export IMPL_numSequentialCells=0
export IMPL_die_width_um=80
export IMPL_powerDensity_nw_per_um2=389
export IMPL_worst_ep_arrival_time_ps=980
export IMPL_drcViolationCount=0
export IMPL_vias_per_cell=3.80
export IMPL_openroad_warnings=34
export IMPL_clock_fmax_mhz=851
export IMPL_timing_final_crit_period_ps=1180
export IMPL_clock_buffers=0
export IMPL_failed_checks="negative setup slack"
export IMPL_hold_class="in2out"
export IMPL_crit_path_max_fanout=7
export IMPL_critPathCaptureType="output pin"
export IMPL_crit_required_ps=800
export IMPL_synthDominantCellAreaShare_pct=82.8
export IMPL_grtUsageTotal_pct=7.87
export IMPL_ys_seq_share_pct=0
export IMPL_placementRows=21
export IMPL_setup_violations=32
export IMPL_final_instance_count_excl_fill=192
export IMPL_chip_area_um2=6400
export IMPL_setup_worst_path_class="in2out"
export IMPL_rsz_0062_raised_after_global_routing="true"
export IMPL_syn2layout_area_growth_pct=212
export IMPL_core_region_area_um2=3420
export IMPL_first_global_vias=824
export IMPL_total_of_warnings_raised_by_yosys=1
export IMPL_grt_met2_usage_pct=14.3
export IMPL_antenna_diode_count=0
export IMPL_global_route_usage_met1_pct=8.97
export IMPL_fin_total_pwr_mw=0.660
export IMPL_detailedPlacementHpwl_um=2400
export IMPL_globalplace_congestion=0.760
export IMPL_top_area_cell="sky130_fd_sc_hd__mux2_4"
export IMPL_p_leak_nw=0.990
export IMPL_grt_busiest_layer="met2"
export IMPL_largest_net_degree_at_the_start_of_global_routing=8
export IMPL_post_synth_cell_area_avg_um2=15.1
export IMPL_post_synth_instance_area_um2=544
export IMPL_holdBufCountCts=0
export IMPL_layout_setup_ws_ps=-175
export IMPL_floorplan_io_pins=97
export IMPL_hold_viol_final=0
export IMPL_nFillCells=327
export IMPL_postSynthCellCount=36
export IMPL_buffer_ports_inserted=97
export IMPL_total_number_of_vias=730
export IMPL_outcome="finished, violations left"
export IMPL_netlist_cell_type_count=4
export IMPL_die_height_um=80
[metrics by stage]
stage                     area [um2]  TNS [ps]  util (%)
after floorplan                  544         0         -
after global placement          1540    -15250      45.0
after detailed placement        1540    -15270      45.0
after CTS                       1610     -5200      47.0
after global routing            1700     -5620      49.7
final                           1700     -5030      49.7
[where the power goes]
group	switching, mW	leakage, nW	internal, mW
sequential	0	0	0
combinational	0.141	0.990	0.519
clock	0	0	0
[critical path, cell delays in order]
cell                     delay (ps)
sky130_fd_sc_hd__buf_12         110
sky130_fd_sc_hd__buf_12         130
sky130_fd_sc_hd__buf_8          120
sky130_fd_sc_hd__mux2_4         300
sky130_fd_sc_hd__buf_6          110
[cells by family (layout without fill, tap and decap cells)]
group	count (synthesis)	after routing	synth area share, %
buffers and inverters	4	114	13.1
muxes	32	32	86.9
[cell usage in the layout (no fill, tap or decap), drive strengths merged]
cell / count
dlymetal6s2s: 14
buf: 50
clkdlybuf4s50: 10
dlygate4sd2: 40
mux2: 32
[area by class of cell]
| cell class | count | area share, % |
|---|---|---|
| repair buffers | 114 | 68.3 |
| multi-input cells | 32 | 28.3 |
| well taps | 46 | 3.39 |
[routing by layer]
layer	up-vias	share of wire, %
li1	362	-
met1	317	40
met2	51	49
met3	0	11
met4	0	0
met5	-	0
[final timing paths]
kind | startpoint | to | slack (ps) | cells past startpoint
max | sel | dataout[31] | -180 | 5
min | datain1[24] | dataout[24] | 690 | 3
[repair_timing]
action	4_1_cts	5_1_grt
setup buffers	14	0
cloned	1	0
hold endpoints to repair	0	0
endpoints found under the setup margin	32	32
gates resized	170	23
No activity file was given, so power comes from the tool's default toggle rates.
